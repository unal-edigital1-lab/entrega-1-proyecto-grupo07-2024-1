<file path="flow/config.mk">
export PLATFORM = sky130hd
export DESIGN_NAME = dht
export DESIGN_NICKNAME = dht
export VERILOG_FILES = /design/flow/design.v
export SDC_FILE = /design/flow/constraint.sdc
export NUM_CORES = 4
export LEC_CHECK = 1
export CORE_UTILIZATION = 40
</file>
<file path="flow/design.v">
module dht (
    input wire clk,        
    input wire rst,        
    inout wire dht11,      
	 output reg [15:0] temperature,
	 output wire [6:0] seg,    
	 output [7:0] an
);
    reg [31:0] timer;               
    reg [3:0] state;                
    reg [39:0] data;                
    reg dht11_out;                  
    reg dht11_dir;                  
    reg [5:0] bit_index;            
	 reg [15:0] humidity;      
	 reg [7:0] aju_h;      
    reg [7:0] aju_t;   
    assign dht11 = dht11_dir ? dht11_out : 1'bz;  
    localparam ENABLE = 4'd0,
               START_SIGNAL = 4'd1,
               WAIT_RESPONSE_HIGH = 4'd2,
               WAIT_RESPONSE_LOW = 4'd3,
               READ_DATA = 4'd4,
					WAIT = 4'd5,
               PROCESS_DATA = 4'd6;
	 localparam T_MEDIDA = 25000000;
    localparam T_START = 900000;  
    localparam T_WAIT = 2000;     
    localparam T_RESPONSE = 8000;  
    initial begin
        state = ENABLE;
		  timer = 0;
		  humidity[3:0] = 4'b1011;  
	     humidity[7:4] = 4'b1010;  
		  temperature[3:0] = 4'b1011;  
	     temperature[7:4] = 4'b1011;  
    end
    always @(posedge clk or posedge rst) begin
        if (rst) begin
            state <= ENABLE;
            timer <= 0;
            dht11_out <= 1;
            dht11_dir <= 0;
            bit_index <= 0;
        end else begin
            case (state)
                ENABLE: begin
		              if (timer < T_MEDIDA) begin
                        timer <= timer + 1;
                    end else begin
                        timer <= 0;
								dht11_dir <= 0;  
								state <= START_SIGNAL;
                    end
                end
                START_SIGNAL: begin
                    if (timer < T_START) begin  
                        timer <= timer + 1;
                        dht11_dir <= 1;  
                        dht11_out <= 0;  
                    end else begin
                        timer <= 0;
                        state <= WAIT_RESPONSE_LOW;
                        dht11_out <= 1;  
                    end
                end
                WAIT_RESPONSE_HIGH: begin
                    if (timer < T_WAIT) begin
                        timer <= timer + 1;
								dht11_dir <= 1;  
                    end else if (!dht11) begin
                        timer <= 0;
                        state <= WAIT_RESPONSE_HIGH;
                    end
                end
                WAIT_RESPONSE_LOW: begin
                    if (timer < T_RESPONSE) begin
                        timer <= timer + 1;
								dht11_out <= 1;
								dht11_dir <= 0;
                    end else if (dht11) begin
                        timer <= 0;
                        state <= READ_DATA;
                    end
                end
                READ_DATA: begin
                    if (bit_index < 40) begin
                        if (timer < 3900) begin
                            timer <= timer + 1;
                        end else begin
									data = data << 1;
									if (dht11) begin
										data[0] = 1;
										state <= WAIT;
									end else begin
										data[0] = 0;
									end
									bit_index <= bit_index + 1;
									timer <= 0;
                        end
                    end else begin
								bit_index <= 0;
                        state <= PROCESS_DATA;
                    end
                end
					 WAIT: begin
                    if (timer < 2100) begin
                        timer <= timer + 1;
                    end else begin
                        timer <= 0;
                        state <= READ_DATA;
                    end
                end
                PROCESS_DATA: begin
						  aju_h = data[39:32] - 8'b00101000;
						  aju_t = data[23:16] - 8'b00000111;
						  humidity[15:12] = (aju_h / 10) % 10;  
						  humidity[11:8] =  aju_h % 10;  
						  humidity[7:4] = 4'b1010;  
						  humidity[3:0] = 4'b1011;  
						  temperature [15:0] <= aju_t;
						  timer <= 0;
                    state <= ENABLE;
                end
            endcase
        end
    end
endmodule
</file>
<file path="flow/run.sh">
#!/bin/bash
# OpenROAD 26Q1-2900-gdf79404cd8, Yosys 0.63+post, stock flow scripts
make -C /OpenROAD-flow-scripts/flow DESIGN_CONFIG=/design/flow/config.mk WORK_HOME=/design/flow/orfs finish
</file>
<file path="flow/constraint.sdc">
current_design dht

set clk_period 4.1
set clk_io_pct 0.2

create_clock -name clk0 -period $clk_period [get_ports {clk}]

set non_clock_inputs [all_inputs -no_clocks]
set_input_delay [expr $clk_period * $clk_io_pct] -clock clk0 $non_clock_inputs
set_output_delay [expr $clk_period * $clk_io_pct] -clock clk0 [all_outputs]
</file>
==> results.sh <==
# flow metrics
export IMPL_initCoreUtil_pct=41.2
export IMPL_gp_congestion=0.847
export IMPL_ys_cells=394
export IMPL_die_w_um=102
export IMPL_cts_resized=0
export IMPL_edf_count=32
export IMPL_error="[error] [KeplerFormal.cpp:679] Workflow failed: Iso has multiple drivers: .dht110, dht11$_DFFE_PP1P_.Q0"
export IMPL_std_cell_rows=36
export IMPL_avgSynthCellArea_um2=10.2
export IMPL_top_area_cell="dfrtp_1"
export IMPL_post_cts_buffers=0
export IMPL_synthArstFlopShare_pct=56.8
export IMPL_synth_distinct_cells=64
export IMPL_top_cell_area_share_pct=25.5
export IMPL_yosysWarnings=17
export IMPL_dp_cells=518
export IMPL_synth_cell_area_um2=4030
export IMPL_synth_seq_share_pct=50.0
export IMPL_die_height_um=102
export IMPL_ctsHoldBuffers=0
export IMPL_yosys_area_um2=4030
export IMPL_clockBufferDepth=2
export IMPL_synthTopCellsByArea="dfrtp_1, edfxtp_1, buf_4, a31oi_1, nand2_1"
export IMPL_htreeDepth=3
export IMPL_hpwlAfterDp_um=5190
export IMPL_cts_buffers=9
export IMPL_ys_flops=74
export IMPL_outcome="stopped before the end"
export IMPL_portBuffers=9
export IMPL_syn_inst=394
export IMPL_ff_type="dfrtp_1"
export IMPL_cts_sinks=74
export IMPL_lastStage="clock tree synthesis"
export IMPL_io_pins=34
export IMPL_root_buffer="clkbuf_8"
-- cells in the mapped netlist (6+ instances only) --
master / instances
a21oi_1: 6
nand4_1: 15
o21ai_0: 13
a31oi_1: 24
nor2_1: 21
nand2_1: 31
and2_1: 11
xor2_1: 8
edfxtp_1: 32
buf_4: 24
o22ai_1: 12
dfrtp_1: 41
nand2b_1: 6
buf_2: 12
nand3_1: 18
nor3_1: 11
inv_1: 28
-- cell families after synthesis --
logic type / synth area share, %
other cells: 0.0932
buf+inv: 10.1
compound gates: 13.4
simple gates: 22.0
mux: 1.52
fa+ha+maj: 0.933
xor+xnor: 1.96
flops: 50.0
-- metrics by stage --
step	hold WS, ns	cell area (µm²)	setup slack, ns	util (%)
after floorplan	0.400	4110	1.38	-
after global placement	0.406	4100	1.34	41.9
after detailed placement	0.407	4100	1.31	41.9
