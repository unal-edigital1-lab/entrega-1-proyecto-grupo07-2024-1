$ cat design/flow/run.sh
#!/bin/bash
# OpenROAD 26Q1-2900-gdf79404cd8, Yosys 0.63+post, stock flow scripts
make -C /OpenROAD-flow-scripts/flow DESIGN_CONFIG=/design/flow/config.mk WORK_HOME=/design/flow/orfs finish
$ cat design/flow/constraint.sdc
current_design fulldisplay

set clk_period 3.0
set clk_io_pct 0.2

create_clock -name clk0 -period $clk_period [get_ports {clk}]

set non_clock_inputs [all_inputs -no_clocks]
set_input_delay [expr $clk_period * $clk_io_pct] -clock clk0 $non_clock_inputs
set_output_delay [expr $clk_period * $clk_io_pct] -clock clk0 [all_outputs]
$ cat design/flow/config.mk
export PLATFORM = sky130hd
export DESIGN_NAME = fulldisplay
export DESIGN_NICKNAME = fulldisplay
export VERILOG_FILES = /design/flow/design.v
export SDC_FILE = /design/flow/constraint.sdc
export NUM_CORES = 4
export LEC_CHECK = 1
export CORE_AREA = 10 10 110 110
export DIE_AREA = 0 0 120 120
$ cat design/flow/design.v
module BCDtoSSeg (BCD, SSeg, an);
  input [3:0] BCD;
  output reg [0:6] SSeg;
  output [7:0] an;
assign an=8'b11111110;
always @ ( * ) begin  
  case (BCD)  
   4'b0000: SSeg = 7'b0000001;  
	4'b0001: SSeg = 7'b1001111;  
	4'b0010: SSeg = 7'b0010010;  
	4'b0011: SSeg = 7'b0000110;  
	4'b0100: SSeg = 7'b1001100;  
	4'b0101: SSeg = 7'b0100100;  
	4'b0110: SSeg = 7'b0100000;  
	4'b0111: SSeg = 7'b0001111;  
	4'b1000: SSeg = 7'b0000000;  
	4'b1001: SSeg = 7'b0000100;  
   4'ha: SSeg = 7'b0001000;   
   4'hb: SSeg = 7'b1100000;   
   4'hc: SSeg = 7'b1001000;   
   4'hd: SSeg = 7'b1000010;   
   4'he: SSeg = 7'b0110000;   
   4'hf: SSeg = 7'b0010000;   
    default:
    SSeg = 0;
  endcase
end
endmodule
`timescale 1ns / 1ps
module fulldisplay(
    input [31:0] num,
    input clk,
    output [0:6] sseg,
    output reg [7:0] an,
	 input rst,
	 output led
    );
reg [3:0]bcd=0;
BCDtoSSeg bcdtosseg(.BCD(bcd), .SSeg(sseg));
reg [26:0] cfreq=0;
wire enable;
assign enable = cfreq[16];
assign led =enable;
always @(posedge clk) begin
  if(rst==0) begin
		cfreq <= 0;
	end else begin
		cfreq <=cfreq+1;
	end
end
reg [2:0] count = 0;
always @(posedge enable) begin
		if(rst==0) begin
			count<= 0;
			an<=8'b11111111; 
		end else begin 
			count<= count+1;
			case (count) 
				3'h0: begin bcd <= num[31:28];an<=8'b11111110; end 
				3'h1: begin bcd <= num[27:24];an<=8'b11111101; end 
				3'h2: begin bcd <= num[23:20];an<=8'b11111011; end 
				3'h3: begin bcd <= num[19:16];an<=8'b11110111; end 
				3'h4: begin bcd <= num[15:12];an<=8'b11101111; end 
				3'h5: begin bcd <= num[11:8]; an<=8'b11011111; end 
				3'h6: begin bcd <= num[7:4];  an<=8'b10111111; end 
				3'h7: begin bcd <= num[3:0];  an<=8'b01111111; end 
			endcase
		end
end
endmodule
==> results.txt <==
Implementation summary

The I/O pin total is 50. In the final report, the number of hold violations comes to 0. Pins over their slew limit in the final report were tallied at 0. The timer found 15 register pins that no clock reaches; their paths are not timed. The required time reported for the critical path endpoint is 3.18 ns. The die covers 14400 sq um.

The proportion of synthesized area in mux cells is 8.93%. Across the routed clock network, the largest skew measured is 0.00858 ns. Compared with the post-synthesis result, the final layout area differs by 36.3%. The power per unit of standard cell area is 190 nW/um^2. The total negative slack for setup checks is 0 ns. The and-or/or-and share of the synthesized area is 14.2%. The adder-cell area share of the yosys netlist is 10.3%. The root buffer selected by CTS is clkbuf_8. The global placer's final weighted congestion is 0.809. STA lists the maximum fanout along the critical path as 17.

The relative max-transition margin is 61.5%. The xor and xnor area share after synthesis is 1.44%. The instance count of the mapped netlist is 200.

The count of TritonRoute iterations in the first routing pass is 4. The total of flip-flops plus latches after synthesis is 32. Gates resized during post-CTS repair numbered 0.

The total antenna diodes in the routed design is 0. The sequential area share after synthesis is 37.4%. The vertical die size is 120 um. The residual overflow from global routing is 0. The width of the die is 120 um.

Signal nets in the final route climb as high as met4. The post-CTS setup-driven buffer insertion count is 0. The half-perimeter wire length after detailed placement is 3690 um. The initial antenna violation count was 0. The routed layout reports a DRC error count of 0. The share of cells above drive strength 1 is 6.15%. The count of fill cells added during filler insertion is 1015.

The floorplan step defined a core boundary enclosing 9770 sq um. The total power is 0.000472 W. The transition at the pin with the smallest max-transition slack is 0.576 ns.

The CTS tree is yes. The via-per-instance ratio is 4.32. The clock latency on the worst-skew pair is 0.25 ns. The total tool warning count is 36. The final report gives the core utilization as 25.4%. Looking at area per cell type in the netlist, the leader is dfxtp_1. On the reported timing paths, the clock transition at the registers reads 0.07 ns. 34 endpoints have no timing constraint. On the critical path the data arrives at 2.07 ns. The report puts the hold buffer count at CTS at 0. The final timing report derives a shortest allowable period of 1.88 ns. The cell row count is 36. The mean instance size in the synthesized netlist is 9.10 sq um. The wire length on met3 is 178 um. The H-tree depth reported by CTS is 1. The power report puts the leakage power at 0.873 nW. Setup repair after global routing left no endpoint under its margin. Yosys shows that the main logic family after synthesis is simple AND/OR/NAND/NOR gates. The cell-mix breakdown from Yosys lists the simple-gate area share as 23.0%.

Looking at the clock tree report, the maximum root-to-sink buffer count equals 2. Post-route period utilization is reported as 62.8%. The synthesized netlist occupies a cell area of 1820 sq um. The quantity of I/O buffers inserted on ports is 49.

For this block, the routed nets add up to 4620 um of wire. The clock buffer count from CTS is 3. The detail route stage leaves a number of antenna-violating nets equal to 0. The length of routed met2 wiring is 2310 um.

The detailed router placed 1627 vias in this run. In this build the clock could be raised as far as 531 MHz. The synth_stat.txt file lists the number of cells as 200. The via count of the first global-routing pass was 1579.

The initial detailed-routing violation count is 66. The flow ran to the end, and the final reports show no timing, DRC or antenna violations. The analysis reports a worst IR drop on VDD of 0.141 mV. In the setup report, the worst path falls into the class in2reg.

Per the synthesis report, the single largest cell type by area occupies 30.8% of cell area. Entering global routing, the biggest net connects 18 pins. In the Yosys stats the netlist draws on 37 distinct library cells. The run reported a max-capacitance violation count of 0. The wire length on met1 is 2090 um. The overall routing resource usage is 6.31%.

The class of the tightest hold or removal check is reg2reg. The first global-routing pass estimated 7770 um of wire. For this run, the number of Yosys warnings is 2. The worst setup path is launched from an input port. Endpoints with negative setup slack in the final report add up to 0. The nature of the critical path endpoint is a register. In the final routed layout, each cell accounts on average for 12.3 um. The chip area estimate from yosys synthesis is 1820 sq um.

The main area contributors are dfxtp_1, ha_1, edfxtp_1, mux2_2, nand2_1. Once the floorplan was initialized, standard cells occupied 18.6% of the core.
==> placed cells by master (no fill, tap or decap), types with 6 or more instances in the layout <==
master / synthesis / routed
nand2_1: 17 / 17
nand3_1: 8 / 8
or4_1: 6 / 6
dfxtp_1: 28 / 28
nor2_1: 11 / 11
mux2_2: 6 / 6
o21ai_0: 8 / 8
clkdlybuf4s50_1: 0 / 49
nand2b_1: 7 / 7
ha_1: 15 / 15
a21oi_1: 11 / 11
inv_1: 10 / 10
==> worst paths after layout <==
check                            from                   end  slack (ns)  cells after the start
hold / removal    cfreq[0]$_SDFF_PN0_   cfreq[0]$_SDFF_PN0_        0.47                      1
setup / recovery                  rst  cfreq[10]$_SDFF_PN0_        1.12                      3
hold reg to reg   cfreq[0]$_SDFF_PN0_   cfreq[0]$_SDFF_PN0_        0.47                      1
setup reg to reg  cfreq[0]$_SDFF_PN0_  cfreq[16]$_SDFF_PN0_        1.34                      4
==> cell families (layout without fill, tap and decap cells) <==
kind of cell	count (synthesis)	in the layout
buffers and inverters	20	64
AND-OR/OR-AND	39	39
XOR/XNOR	3	3
adder cells (fa/ha/maj)	15	15
flip-flops	32	32
multiplexers	13	13
AND/OR/NAND/NOR	78	78
==> where the power goes <==
group,internal [W],leakage (nW),switching (W)
registers,0.000231,0.267,0.00000474
logic,0.0000466,0.581,0.0000189
clock network,0.0000921,0.0255,0.0000790
==> critical path: stages <==
cell and delay, ns:
clkdlybuf4s50_1 0.83, inv_1 0.41, a21oi_1 0.21
==> area by class of cell <==
class	count	area [sq um]	share of cell area, %
Tap cell	133	166	6.71
Clock inverter	1	5.00	0.202
Multi-Input combinational cell	148	1050	42.4
Inverter	10	37.5	1.51
Timing Repair Buffer	50	498	20.1
Sequential cell	32	681	27.4
Clock buffer	3	41.3	1.66
==> layer usage <==
layer | GRT usage, % | vias to the layer above
met3 | 0.809 | 2
met4 | 0.679 | 0
met1 | 8.43 | 780
li1 | - | 819
met2 | 11.0 | 26
met5 | 0 | -
==> synth_stat cells, drive strengths merged <==
master	number
and3	1
o22a	1
o21ai	8
or2	2
nand3b	2
clkbuf	5
or3	5
mux2	6
xor2	2
mux2i	5
buf	5
a211o	1
nand4	6
xnor2	1
edfxtp	4
a31oi	3
a222oi	2
nor2	11
a221oi	3
nand2b	7
nor4	5
dfxtp	28
nor3	5
nand3	8
mux4	2
inv	10
a22o	4
ha	15
and2	3
nand2	17
a21oi	11
a22oi	1
o31ai	5
or4	6
==> registers in the layout, indices dropped and copies added, names as in the netlist <==
signal	flops
an	8
bcd	4
cfreq	17
count	3
==> through the flow <==
| step | worst slack (ns) | hold WS [ns] | cell area (sq um) | cells |
|---|---|---|---|---|
| floorplan | 1.55 | 0.441 | 1820 | 200 |
| global placement | 0.907 | 0.458 | 2430 | 373 |
| detailed placement | 0.834 | 0.465 | 2430 | 373 |
| CTS | 1.09 | 0.479 | 2480 | 377 |
| global route | 0.910 | 0.508 | 2480 | 377 |
| finish | 1.12 | 0.475 | 2480 | 377 |
Power figures rest on the tool's default switching activity, not on a simulated workload.
