$ cat /design/flow/design.v
module procesmeas (
	input clk,
	input sclk,
	input frio,
	input calor,
	input cerca,
	input regluz,
	input jugar,
	input alimentar,
	input regcurar,
	input regtest,
	input regrst,
	input [2:0] status,
	output reg [2:0] h,
	output reg [2:0] d,
	output reg [2:0] e,
	output reg o,
	output reg enMue
);
parameter bitsValReal = 8, rstValue = 8'd255, lowValue = 8'd80 , maxValue = 8'd255, nivelSize = 51;  
parameter fact1 = 1, fact2 = 2, fact3 = 4, fact4 = 8;  
reg [bitsValReal:0] hreal = rstValue;	
reg [bitsValReal:0] dreal = rstValue;
reg [bitsValReal:0] ereal = rstValue;
reg [bitsValReal-1:0] count = rstValue;
always @(posedge sclk) begin
		  h <= (hreal+nivelSize-1)/nivelSize;
		  d <= (dreal+nivelSize-1)/nivelSize;
		  e <= (ereal+nivelSize-1)/nivelSize;
        case (status)
            3'b000: begin  
				enMue <= 0;
					 if (regrst) begin
						ereal = rstValue;
						hreal = rstValue;
						dreal = rstValue;
						enMue <=0;
					 end else if (regtest) begin
						 ereal = rstValue;
						 hreal = rstValue;
						 dreal = lowValue;
					 end else begin
						 o <= regluz;
						 hreal = hreal - 1 + (fact4 * alimentar) - (fact1 * frio);
						 dreal = dreal - 1 + (fact4 * jugar) + (fact3 * cerca);
						 ereal = ereal - 1 - (fact2 * jugar) - (fact1 * calor) - (fact4 * regluz);
						 if (hreal[bitsValReal] == 1 && hreal[bitsValReal-1] == 1) 				hreal <= 0;
						 else if (hreal[bitsValReal] == 1 && hreal[bitsValReal-1] == 0) 		hreal <= maxValue;
						 if (dreal[bitsValReal] == 1 && dreal[bitsValReal-1] == 1)				dreal <= 0;
						 else if (dreal[bitsValReal] == 1 && dreal[bitsValReal-1] == 0)		dreal <= maxValue;
						 if (ereal[bitsValReal] == 1 && ereal[bitsValReal-1] == 1)				ereal <= 0;
						 else if (ereal[bitsValReal] == 1 && ereal[bitsValReal-1] == 0)		ereal <= maxValue;
					 end
            end
            3'b001: begin  
					 if (regrst) begin
						ereal = rstValue;
						hreal = rstValue;
						dreal = rstValue;
						enMue <=0;
					 end else if (regtest) begin
						 ereal = lowValue;
						 hreal = rstValue;
						 dreal = rstValue;
					 end else begin
						 o <= regluz;
						 hreal = hreal - 1 + (fact4 * alimentar) - (fact1 * frio);
						 dreal = dreal - 1 + (fact4 * jugar) + (fact3 * cerca);
						 ereal = ereal - 1 - (fact2 * jugar) - (fact1 * calor) - (fact4 * regluz);
						 if (hreal[bitsValReal] == 1 && hreal[bitsValReal-1] == 1) 				hreal <= 0;
						 else if (hreal[bitsValReal] == 1 && hreal[bitsValReal-1] == 0) 		hreal <= maxValue;
						 if (dreal[bitsValReal] == 1 && dreal[bitsValReal-1] == 1)				dreal <= 0;
						 else if (dreal[bitsValReal] == 1 && dreal[bitsValReal-1] == 0)		dreal <= maxValue;
						 if (ereal[bitsValReal] == 1 && ereal[bitsValReal-1] == 1)				ereal <= 0;
						 else if (ereal[bitsValReal] == 1 && ereal[bitsValReal-1] == 0)		ereal <= maxValue;
					 end
            end
            3'b010: begin  
					 if (regrst) begin
						ereal = rstValue;
						hreal = rstValue;
						dreal = rstValue;
						enMue <=0;
					 end else if (regtest) begin
						 ereal = rstValue;
						 hreal = lowValue;
						 dreal = rstValue;
					 end else begin
						 o <= regluz;
						 hreal = hreal - 1 + (fact4 * alimentar) - (fact1 * frio);
						 ereal = ereal - 1 - (fact1 * calor);
						 if (hreal[bitsValReal] == 1 && hreal[bitsValReal-1] == 1) 				hreal <= 0;
						 else if (hreal[bitsValReal] == 1 && hreal[bitsValReal-1] == 0) 		hreal <= maxValue;
						 if (ereal[bitsValReal] == 1 && ereal[bitsValReal-1] == 1)				ereal <= 0;
						 else if (ereal[bitsValReal] == 1 && ereal[bitsValReal-1] == 0)		ereal <= maxValue;
					 end
            end
            3'b011: begin  
					 if (regrst) begin
						ereal = rstValue;
						hreal = rstValue;
						dreal = rstValue;
						enMue <=0;
					 end else if (regtest) begin
						 ereal = rstValue;
						 hreal = lowValue;
						 dreal = rstValue;
					 end else begin
						 o <= regluz;
						 ereal = ereal + fact4;
						 if (ereal[bitsValReal] == 1 && ereal[bitsValReal-1] == 1)				ereal <= 0;
						 else if (ereal[bitsValReal] == 1 && ereal[bitsValReal-1] == 0)		ereal <= maxValue;
					end
            end
            3'b100: begin  
					 if (regrst) begin
						ereal = rstValue;
						hreal = rstValue;
						dreal = rstValue;
						enMue <=0;
					 end else if (regtest) begin
						 ereal = 8'd000;
						 hreal = 8'd000;
						 dreal = 8'd000;
					 end else begin
						hreal = hreal - 1 + (fact4 * alimentar) - (fact1 * frio);
						if (hreal[bitsValReal] == 1 && hreal[bitsValReal-1] == 1) 				hreal <= 0;
						else if (hreal[bitsValReal] == 1 && hreal[bitsValReal-1] == 0) 		hreal <= maxValue;
					 end
            end
            3'b101: begin  
					 if (regrst) begin
						ereal = rstValue;
						hreal = rstValue;
						dreal = rstValue;
						enMue <=0;
					 end else if (regtest) begin
						 ereal = 8'd000;
						 hreal = 8'd000;
						 dreal = 8'd000;
						 enMue <= 1;
					 end else begin
						 count <= count + 1;
						 if (regcurar) begin
								ereal = rstValue;
								hreal = rstValue;
								dreal = rstValue;
						 end
						 if (count == nivelSize) begin
								enMue <= 1;
								count <= 0;
						 end
					 end
            end
            3'b110: begin  
					 if (regrst) begin
						ereal = rstValue;
						hreal = rstValue;
						dreal = rstValue;
						o <= 0; enMue <=0;
					 end else if (regtest) begin
						 ereal = rstValue;
						 hreal = rstValue;
						 dreal = rstValue;
					 end
            end
        endcase
    end	
endmodule
$ cat /design/flow/run.sh
#!/bin/bash
# OpenROAD 26Q1-2900-gdf79404cd8, Yosys 0.63+post, stock flow scripts
make -C /OpenROAD-flow-scripts/flow DESIGN_CONFIG=/design/flow/config.mk WORK_HOME=/design/flow/orfs finish
$ cat /design/flow/config.mk
export PLATFORM = sky130hd
export DESIGN_NAME = procesmeas
export DESIGN_NICKNAME = procesmeas
export VERILOG_FILES = /design/flow/design.v
export SDC_FILE = /design/flow/constraint.sdc
export NUM_CORES = 4
export LEC_CHECK = 1
export CORE_UTILIZATION = 30
$ cat /design/flow/constraint.sdc
current_design procesmeas

set clk_period 5.5
set clk_io_pct 0.2

create_clock -name clk0 -period $clk_period [get_ports {sclk}]

set non_clock_inputs [all_inputs -no_clocks]
set_input_delay [expr $clk_period * $clk_io_pct] -clock clk0 $non_clock_inputs
set_output_delay [expr $clk_period * $clk_io_pct] -clock clk0 [all_outputs]
==> run notes <==
Implementation summary

The most numerous cell type found on the critical path is a21oi_1. The setup violation total in the final timing report is 0. The fraction of power spent switching nets is 0.535. The global-route wire length before repair is between 30000 and 40000 um. The post-detailed-routing wire length is 21000 um. The critical path runs through a total of 21 cells. The setup path with the least slack is of type flip-flop to flip-flop. The number of cells produced by synthesis is between 1k and 1.5k.

The sequential-to-total area share from yosys stat is 0.157. In the synthesis report, Yosys lists the chip area as 8250 um^2. Per the OpenROAD power report, switching power amounts to 3.02 mW.

For the worst setup path, the data arrival time is 5.24 ns. Per STA, the highest per-stage delay on the worst path measures 0.39 ns. For reference, the final report shows the hold violation count at 0. The worst setup path is launched from a flip-flop. Per the final layout report, the fraction of cells sized above drive strength 1 comes to 0.0853. The timing report gives the clock slew at the launch and capture registers of the worst setup and hold paths as 0.07 ns. The total congestion overflow after global routing is 0. The number of distinct standard cells referenced by the synthesized netlist is 109. The internal portion of the total power is 2.62 mW. The power report attributes to the clock group a share of 0.053. Listed in order, past its start point the critical path passes ha_1, nor2b_1, mux2i_1, o22ai_1, a21oi_1, a21oi_1, ha_1, a21oi_1, o311ai_1, a21oi_1, buf_4, o211a_1, o32a_1, o211a_4, xnor2_1, inv_1, ha_1, a2bb2oi_2, or3_1, o2111ai_1, nand4_1. The normalized max-slew margin is 0.410. The power density over cell area is roughly 620 nW/um^2. The site row count is 60. In this run the tool buffered the top-level ports with 23 buffer cells.

The most instantiated logic cell after routing is nand2_1. The buffers plus inverters on the worst setup path is 2. In the finished design, the share of the clock period the worst path needs comes to 0.922. The leakage component of the power was reported as approximately 3.5 nW. The run finished with clean final reports. The CTS log lists the clock sinks for this run as ~46.

The number of cells in the yosys synthesis report is 1089. The layout overhead on the synthesized area is 10.1%. The violation tally recorded at the end of detailed-routing iteration 0 is approximately 550. After synthesis, the cell types taking the most area are edfxtp_1 13%, ha_1 11%, xnor2_1 6.3%.

Entering global routing, the biggest net connects 28 pins. The mean area per synthesized cell is 7.57 um^2. The transition time recorded at the tightest slew-check pin is 0.879 ns. OpenROAD emitted warnings numbering 57. The max-slew violation count is 0.

The largest driver fanout on the critical path is 13. The number of global-route vias before repair is 7319. The share of flip-flops with an asynchronous set or reset is 0.

The overall die height is 168 um. In this run the clock root is driven by a clkbuf_16. Looking at the clock tree report, the H-tree level count equals 2. The kind of cell with the highest combined delay along the critical path is AND-OR/OR-AND gates.

The non-filler instance count after layout is 1444. The power report attributes to the combinational group a share of 0.841. In the synthesized netlist the dominant register cell turns out to be edfxtp_1. The routability-driven placement congestion ratio is 0.942. The share of synthesized area in the top cell type comes to 0.135. The half-perimeter wire length after placement is 16300 um. The sequential share of power is 0.106. STA puts the critical path data required time at 5.67 ns. Of all cell types, the one taking the most synthesized area is edfxtp_1. The post-layout total power is 5.64 mW. The number of nets still failing antenna checks after routing is 0.

The kind of capture point of the worst setup path is a flip-flop. In the floorplan report the effective utilization is 0.306. The maximum root-to-sink buffer count is 2. The flop and latch count out of synthesis is 46.

The post-synth count of flops with an enable pin is 37. The DRC violation total left in the routed layout is recorded as 0. The number of cells on the worst hold path is 1.

The standard cell with the maximum stage delay on the critical path is edfxtp_1. Adding up every negative setup slack in the final design gives 0 ns. The overall track demand over capacity in global routing is 0.153. Max-cap violations in this run came to 0.

The final timing report lists clock skew as 0.00817 ns. The floorplan report gives the top-level pin count as 25. The pre-antenna-repair detailed-routing pass consisted of 7 iterations. The number of buffers inserted by hold repair at cts is 0. The achievable clock frequency is 197 MHz.

The routed length per placed instance is roughly 15 um. The average vias per placed instance is 5.57. The number of antenna violations at the first check in global routing is 0.

The synthesized cell area is 8250 um^2. The TritonCTS buffer count is 5. As reported, the later end of the worst-skew pair has a clock insertion delay of 0.30 ns. The final timing report derives a shortest allowable period of 5.07 ns.

Counting the warning lines in the Yosys log gives 1. Setup repair after global routing left no endpoint under its margin. In the layout the commonest cells are 100 x nand2_1, 90 x a21oi_1, 82 x nor2_1, 74 x o21ai_0, 71 x ha_1. The most critical min-delay path falls under flip-flop to flip-flop. After floorplanning, the core was sized to cover 27000 um^2. The width of the die is 168 um. The worst reg-to-reg path cell count is 21.

The highest ir drop seen on vdd is 0.000263 V. The CTS tree is built. The number of cells in the design after placement is 1431. Summing over every cut layer, the via total after detailed routing is 8050. Per the OpenROAD floorplan log, the area of the die is 28200 um^2.
worst register-to-register path, cell delays in order, from the launching register on:
cell and delay, ns:
edfxtp_1 0.39, ha_1 0.39, nor2b_1 0.21, mux2i_1 0.29
o22ai_1 0.15, a21oi_1 0.25, a21oi_1 0.11, ha_1 0.39
a21oi_1 0.07, o311ai_1 0.15, a21oi_1 0.17, buf_4 0.20
o211a_1 0.25, o32a_1 0.31, o211a_4 0.28, xnor2_1 0.19
inv_1 0.07, ha_1 0.24, a2bb2oi_2 0.20, or3_1 0.31
o2111ai_1 0.20, nand4_1 0.13
per-layer routing:
metal	vias up	routed length, um	GRT usage
li1	4112	-	-
met1	3721	10300	0.228
met4	0	244	0.0176
met5	-	0	0
met3	20	898	0.0134
met2	197	9560	0.250
cell type report:
cell class | count | area, um^2
Sequential cell | 46 | 1290
Fill cell | 2792 | 17900
Antenna cell | 1 | 2.50
Timing Repair Buffer | 56 | 478
Multi-Input combinational cell | 927 | 6500
Inverter | 66 | 250
Tap cell | 341 | 427
Clock buffer | 7 | 133
synth_stat cells (all sizes together) (6+ instances only):
| cell | instances |
|---|---|
| nand3b | 7 |
| a2111oi | 8 |
| nand2b | 15 |
| o21bai | 6 |
| a211o | 10 |
| nand3 | 33 |
| nor2 | 84 |
| o21a | 13 |
| o311ai | 8 |
| nor4 | 6 |
| nor2b | 14 |
| nand4 | 15 |
| a31o | 8 |
| dfxtp | 9 |
| buf | 16 |
| and3 | 9 |
| mux2i | 10 |
| a21oi | 92 |
| o22ai | 8 |
| o211ai | 11 |
| edfxtp | 37 |
| a211oi | 15 |
| clkbuf | 34 |
| nand2 | 100 |
| a31oi | 17 |
| o21ai | 83 |
| a22oi | 10 |
| a21o | 28 |
| or2 | 7 |
| xor2 | 20 |
| a21boi | 7 |
| nor3 | 24 |
| xnor2 | 61 |
| o221ai | 7 |
| or3 | 13 |
| and2 | 9 |
| inv | 65 |
| ha | 72 |
| o31ai | 10 |
| o2111ai | 6 |
timing repair:
item,4_1_cts,5_1_grt
setup endpoints to repair,0,3
setup buffers,0,5
gates resized,0,9
metrics by stage:
stage | area (um^2) | util | setup WS [ns] | hold WS [ns]
2_1_floorplan | 8250 | - | 0.673 | 0.541
3_3_place_gp | 8880 | 0.329 | 0.291 | 0.575
3_5_place_dp | 8880 | 0.329 | 0.293 | 0.577
4_1_cts | 9010 | 0.334 | 0.274 | 0.594
5_1_grt | 9080 | 0.337 | 0.0470 | 0.620
6_report | 9080 | 0.337 | 0.431 | 0.585
registers in the layout (all words and copies together), names as in the netlist:
signal  flops
dreal       9
enMue       1
hreal       9
d           3
e           3
o           1
count       8
h           3
ereal       9
worst paths after layout:
kind | start | endpoint | slack (ns)
worst min-delay path | count[7] | count[7] | 0.58
worst min register to register | count[7] | count[7] | 0.58
worst max-delay path | hreal[1] | h[0] | 0.43
worst max register to register | hreal[1] | h[0] | 0.43
power groups by stage:
stage                 logic (mW)  registers, mW  clock network [mW]
after CTS                   4.68          0.597               0.313
after global routing        5.32          0.609               0.324
final                       4.74          0.595               0.299
cells by family (layout without fill, tap and decap cells):
logic type                 after synthesis  in the layout  share of synthesized area
xor gates and xnor gates                81             81                     0.0878
adders and majority gates               76             76                      0.118
and+or+nand+nor                        353            353                      0.212
DFF                                     46             46                      0.157
buffers and inverters                  116            129                     0.0590
muxes                                   15             15                     0.0203
other                                    0              1                          0
AOI/OAI and AO/OA                      402            402                      0.347
Power figures rest on the tool's default switching activity, not on a simulated workload.
